[design/flow/design.v]
module shiftrows (input  logic        i_reset,
                  input  logic        i_enc_or_dec,     
			      input  wire  [127:0] A_in,      
				  output logic [127:0] A_out      
				  );
    logic [31:0] A_in_mid [0:3];
    assign A_in_mid[0] = A_in[127:96];
    assign A_in_mid[1] = A_in[ 96:64];
    assign A_in_mid[2] = A_in[ 63:32];
    assign A_in_mid[3] = A_in[ 31: 0];
    logic [7:0]  state_in    [0:3][0:3];  
    logic [7:0]  state_sr    [0:3][0:3]; 
    logic [7:0]  state_in_sr [0:3][0:3]; 
    logic [31:0] A_out_SR    [0:3];
    logic [31:0] A_out_inSR  [0:3];
    always_comb begin
        if(!i_reset) begin
            for(int i = 0; i < 4; i++) begin
                A_out_SR[i]=  0;
                A_out_inSR[i] = 0;
            end
        end
        else begin
            for (int c = 0; c < 4; c++) begin
                state_in[0][c] = A_in_mid[c][31:24];
                state_in[1][c] = A_in_mid[c][23:16];
                state_in[2][c] = A_in_mid[c][15:8];
                state_in[3][c] = A_in_mid[c][7:0];
            end
            for (int r = 0; r < 4; r++) begin
                for (int c = 0; c < 4; c++) begin
                    state_sr[r][c] = state_in[r][(c + r) % 4];
                end
            end
            for (int r = 0; r < 4; r++) begin
                for (int c = 0; c < 4; c++) begin
                    state_in_sr[r][c] = state_in[r][(c - r + 4) % 4];
                end
            end
            for (int c = 0; c < 4; c++) begin
                A_out_SR[c] = {
                    state_sr[0][c],
                    state_sr[1][c],
                    state_sr[2][c],
                    state_sr[3][c]
                };
                A_out_inSR[c] = {
                    state_in_sr[0][c],
                    state_in_sr[1][c],
                    state_in_sr[2][c],
                    state_in_sr[3][c]
                };
            end
        end
    end
    assign A_out = (!i_enc_or_dec) ? {A_out_SR[0], A_out_SR[1], A_out_SR[2], A_out_SR[3]} : {A_out_inSR[0], A_out_inSR[1], A_out_inSR[2], A_out_inSR[3]};
endmodule
[design/flow/run.sh]
#!/bin/bash
# OpenROAD 26Q1-2900-gdf79404cd8, Yosys 0.63+post, stock flow scripts
make -C /OpenROAD-flow-scripts/flow DESIGN_CONFIG=/design/flow/config.mk WORK_HOME=/design/flow/orfs finish
[design/flow/config.mk]
export PLATFORM = sky130hd
export DESIGN_NAME = shiftrows
export DESIGN_NICKNAME = shiftrows
export VERILOG_FILES = /design/flow/design.v
export SDC_FILE = /design/flow/constraint.sdc
export NUM_CORES = 4
export LEC_CHECK = 1
export CORE_AREA = 10 10 118 118
export DIE_AREA = 0 0 128 128
export SYNTH_HDL_FRONTEND = slang
[design/flow/constraint.sdc]
current_design shiftrows

set clk_period 1.0
set clk_io_pct 0.2

create_clock -name clk0 -period $clk_period

set non_clock_inputs [all_inputs -no_clocks]
set_input_delay [expr $clk_period * $clk_io_pct] -clock clk0 $non_clock_inputs
set_output_delay [expr $clk_period * $clk_io_pct] -clock clk0 [all_outputs]
==> notes.md <==
flow finished, numbers: layout cell share with drive strength beyond 1=38.0%, cycle use final=124%, met1 GRT Util=15.1%, chip height=128 microns, ao+oa area frac=0%, Die Area=0.0164 sq mm, gp weighted congestion=0.800, DP Wirelength=8550 microns, Top cell excl fill/tap=dlygate4sd2_1, largest net degree at the start of global routing=27, critical path startpoint category=input port, sequential cell area fraction in the yosys report=0%, Global Route met3 Usage=4.07%, Std-Cell Rows=39, Synth logic family=simple AND/OR/NAND/NOR gates, initial antenna violation count=1, cell count of the worst hold path=3, Hold Crit Class=in -> out, min-delay src=A_in[120], Layout Utilization=37.5%, DR WL/cell=18.4 microns, unrepaired setup endpoints after global routing=yes, Adder Area Share=0%, first-pass GRT wire length=16600 microns, initial core utilization=14.1%, Setup WS post-layout=-0.235 ns, Pleak=0.00237 uW, crit path launch=i_enc_or_dec, most common logic cells in the final layout=119 x dlygate4sd2_1, 118 x buf_2, 64 x nor2b_1, die width=128 microns, status=complete, but fails checks, # IOs=258, vias per std cell=3.97, Synth Cell Area=0.00161 sq mm, met2 global-route usage=23.5%, Vias=2515, AND/OR/NAND/NOR Cells, Area Fraction=49.9%, CP Class=in -> out, YS chip area=0.00161 sq mm, DRT antenna net count=0, WP data arrival=1.04 ns, post-route minimum period=1.24 ns, DR pass1 iterations=4, number of diodes=0, core area=0.0114 sq mm, final setup fails=67, Max Slew Vio Count=0, Setup Slack @ Placement=-0.728 ns, remaining global-route overflow=0, All-Layer GR Usage=12.9%, XORs/XNORs by Area=0%, global routing's busiest layer=met2, Reg area=0 sq um, Avg Inst Size Synth=7.54 sq um, normalized max-slew margin=88.2%, maxcap violations=0, hold path endpoint=A_out[120], crit-path max FO=5, Worst-Margin Slew=0.173 ns, PD cells=365 mW/mm^2, WL final=11700 microns, area fraction in mux cells=39.9%, Peak VDD IR=0.138 mV, final hold vios=0, distinct lib cells=7, clock buffers=0, failing checks=negative setup slack, post-route DRC violation count=0, tool warnings=34, Area growth, synth to finish=167%, DRT iter0 DRCs=29, PortBufs=258, CP Capture Type=output pin, required time worst endpoint=0.80 ns, Max Freq=0.810 GHz, vias in the first global route=2611, flop count=0, Synthesis Warnings=0, synthesized instance count=213, ys cells=213
routing by layer:
metal	wire [microns]	part of all wire, %	vias to the layer above
li1	-	-	1252
met1	4530	39	1107
met2	5930	51	152
met3	1160	9.9	4
met4	41	0.35	0
met5	0	0	-
cell families (layout without fill, tap and decap cells):
group | count (synthesis) | count (layout)
mux | 64 | 64
buf+inv | 21 | 298
simple gates | 128 | 128
through the flow:
| step | hold WS [ns] | instance area (sq um) | setup TNS (ns) | total power, uW | cells |
|---|---|---|---|---|---|
| after floorplan | 0.477 | 1610 | 0 | 436 | 213 |
| after global placement | 1.27 | 4320 | -63.94 | 1660 | 603 |
| after detailed placement | 1.26 | 4320 | -64.44 | 1660 | 603 |
| after CTS | 0.772 | 4330 | -10.39 | 1610 | 634 |
| after global routing | 0.790 | 4280 | -12.76 | 1710 | 633 |
| final | 0.768 | 4280 | -9.57 | 1560 | 633 |
worst max-delay path, cell delays in order:
cell,delay (ns)
buf_12,0.12
buf_12,0.13
buf_12,0.13
buf_12,0.12
mux2i_1,0.11
nor2b_1,0.11
buf_2,0.11
cells in the mapped netlist:
cell type   n  area (sq um)
mux2i_1    64           641
buf_6       1          11.3
clkbuf_1    6          22.5
and2_1     64           400
buf_2       8          40.0
buf_8       6          90.1
nor2b_1    64           400
repair_timing:
action                     in CTS  in global routing
cloned                         13                  1
setup endpoints to repair     128                 93
hold buffers                    0                  0
setup buffers                  18                  1
pin swaps                      61                  4
resized                       573                 14
worst max path at each step:
stage and endpoint:
5_1_grt A_out[97], 6_report A_out[37], 4_1_cts A_out[53]
power breakdown:
part           switching [uW]  leakage, uW  internal, uW
clock                       0            0             0
sequential                  0            0             0
combinational             519      0.00237          1040
total                     519      0.00237          1040
layout make-up:
| type | count | area, sq um |
|---|---|---|
| fill | 1190 | 7140 |
| timing repair buffer | 298 | 2600 |
| multi-input combinational | 192 | 1500 |
| tap | 143 | 179 |
Power and IR drop assume default switching activity.
