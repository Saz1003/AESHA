**/design/flow/config.mk**
```make
export PLATFORM = sky130hd
export DESIGN_NAME = control_unit
export DESIGN_NICKNAME = control_unit
export VERILOG_FILES = /design/flow/design.v
export SDC_FILE = /design/flow/constraint.sdc
export NUM_CORES = 4
export LEC_CHECK = 1
export CORE_AREA = 10 10 494 494
export DIE_AREA = 0 0 504 504
```
**/design/flow/constraint.sdc**
```tcl
current_design control_unit

set clk_period 34.2
set clk_io_pct 0.2

create_clock -name clk0 -period $clk_period [get_ports {i_clk}]

set non_clock_inputs [all_inputs -no_clocks]
set_input_delay [expr $clk_period * $clk_io_pct] -clock clk0 $non_clock_inputs
set_output_delay [expr $clk_period * $clk_io_pct] -clock clk0 [all_outputs]
```
**/design/flow/design.v**
```verilog
module control_unit (input  logic         i_clk,
                     input  logic         i_reset,
                     input  logic         i_aes_or_keccak,
                     input  logic         i_enc_or_dec,
                     input  wire  [127:0] i_key,
                     input  wire  [511:0] i_data,
                     output logic         busy,
                     output logic         aclr,
                     output logic         aes_or_keccak,
                     output logic         enc_or_dec,
                     output logic [127:0] key,
                     output logic [511:0] data,
                     output logic         genkey
                    );
logic         busy_reg, aclr_reg, aes_or_keccak_reg, enc_or_dec_reg, genkey_reg;
logic [127:0] key_reg;
logic [511:0] data_reg;
logic [4:0]   round_a, round_k;
logic [1:0]   counter;
logic [1:0]   cu_state;
assign busy          = busy_reg;
assign aclr          = aclr_reg;
assign aes_or_keccak = aes_or_keccak_reg;
assign enc_or_dec    = enc_or_dec_reg;
assign genkey        = genkey_reg;
assign key           = key_reg;
assign data          = data_reg;
localparam INIT = 2'd0, READY = 2'd1, RUN = 2'd2;
    always_ff @(posedge i_clk or negedge i_reset) begin
        if(!i_reset) begin
            round_a              = 5'd0;
            round_k              = 5'd0;
            counter              = 2'd0;
            aes_or_keccak_reg    = 1'd0;
            enc_or_dec_reg       = 1'd0;
            busy_reg             = 1'd0;
            aclr_reg             = 1'd0;
            genkey_reg           = 1'd1;
            cu_state             = INIT;
        end
        else if(cu_state == INIT) begin
            aes_or_keccak_reg    = i_aes_or_keccak;
            enc_or_dec_reg       = i_enc_or_dec;
            key_reg              = i_key;
            data_reg             = i_data;
            round_a              = 5'd0;
            round_k              = 5'd0;
            aclr_reg             = 1'd0;
            genkey_reg           = 1'd1;
            cu_state = READY;
        end
        else if(cu_state == READY) begin
            busy_reg = 1'd1;
            aclr_reg = 1'd1;
            cu_state = RUN;
        end
        else if (cu_state == RUN) begin
            if(aes_or_keccak_reg == 1'd0) begin
                if(round_k < 5'd23) begin
                    round_k = round_k + 1'd1;
                end
                else begin
                    round_k = round_k + 1'd1;
                    cu_state = INIT;
                end
            end
            else if(aes_or_keccak_reg == 1'd1) begin
                if(round_a < 5'd10) begin
                    if(counter == 1) begin
                        round_a = round_a + 1'd1;
                        counter = 2'd0;
                    end
                    else begin
                        counter = counter + 1'd1;
                    end
                end
                else begin
                    if(genkey_reg == 1'd1) begin
                        round_a = 5'd0;
                        genkey_reg = 1'd0;
                    end
                    else begin
                        cu_state = INIT;
                    end
                end
            end
        end
    end
endmodule
```
**/design/flow/run.sh**
```bash
#!/bin/bash
# OpenROAD 26Q1-2900-gdf79404cd8, Yosys 0.63+post, stock flow scripts
make -C /OpenROAD-flow-scripts/flow DESIGN_CONFIG=/design/flow/config.mk WORK_HOME=/design/flow/orfs finish
```
==> results.yml <==
# flow metrics
status:
  status: "completed"
layout:
  largest_reg_flops: 512
  fin_util: 0.173
  fin_area_um2: 40200
  lay_top_count: "clkdlybuf4s50_1"
  area_growth_pct: 99.4
  drive_above_1_share: 0.0720
  fin_cells: 5398
  mostFrequentLayoutCells: "1288 x clkdlybuf4s50_1, 640 x edfxtp_1, 87 x clkbuf_16"
timing:
  fin_hold_ws_ns: 0.454
  finalSetupTns_ns: 0
  report.final.slew_viol_count: 0
  fin_crit_sh: 0.310
  worst_pin_slew_ns: 0.826
  skew_ns: 0.0278
  slew_headroom: 0.449
  setup_slack_ns: 23.60
  hold_viol: 0
  setup_viol: 0
  period_needed_ns: 10.60
  clock.fmax_mhz: 94.4
  rsz0062_at_grt: "no"
routing:
  via_per_inst: 2.70
  wire_per_inst_um: 33.2
  drtIter0Drc: 810
  drtAntennaViolNets: 0
  firstDrtPassIters: 4
  wirelength_um: 179000
  vias: 14577
  drcViolationCount: 0
floorplanning:
  die_w_um: 504
  core.rowCount: 177
  die_area_um2: 254000
  coreArea_um2: 233000
  io_pins: 1289
  die_h_um: 504
  initCoreUtil: 0.0867
clock_network:
  cts_root_buf: "clkbuf_16"
  post_cts_resized: 0
  clk_latency_ns: 0.69
  postCtsSetupBuffers: 0
  path_clk_slew_ns: 0.06
  hold_buffers: 0
  cts_tree: "built"
  cts_sinks: 660
  cts_buffer_depth: 3
  cts_htree_levels: 3
  cts-buffers-inserted: 84
logic_synthesis:
  synth_area_um2: 20200
  ys_warn_count: 1
  synth-async-reset-ratio: 0.0303
  yosysUniqueCellTypes: 38
  xor_share: 0.00217
  ys_sh_aoi: 0.00688
  yosys-stat-cells: 727
  synthTopCellsByArea: "edfxtp_1 95%, dfrtp_1 2.2%, dfstp_2 0.26%"
  syn_inst: 727
  synth.largest_area_cell: "edfxtp_1"
  synth_seq_share: 0.977
  syn-mean-instance-area_um2: 27.8
  synth-edff-count: 640
  ys_area_um2: 20200
  top_area_frac: 0.952
  mux_area_frac: 0.00267
  synthSimpleGateAreaFrac: 0.00880
  ys_sh_adder: 0.00124
  yosys_most_used_dff: "edfxtp_1"
  ys.flops: 660
  synth.logic.top_family: "simple AND/OR/NAND/NOR gates"
grt:
  grt_max_degree: 120
  grt_pass1_wl_um: 214000
  grtUsageTotal: 0.140
  antenna_found_initial: 342
  grt_pass1_vias: 14662
  grt_overflow: 0
power_and_ir_drop:
  p_switching_uw: 396
  ir_drop_v: 0.0000435
  internal_power_mw: 1.52
  p_per_area_nw_per_um2: 47.6
  p_clk_frac: 0.497
  power_mw: 1.92
  p_comb_frac: 0.041
  seqPwrFrac: 0.463
  p_leak_nw: 12.7
  swShare: 0.207
worst_setup_path:
  critical_path_class: "in2reg"
  rrSetupSlack_ns: 29.82
  start_kind: "input port"
  cpMaxStageDelayCell: "buf_4"
  critical-path-top-delay-family: "buffers and inverters"
  path_cells: "clkdlybuf4s50_1 > buf_4 > and2_4 > buf_4 > buf_4 > buf_4 > buf_4"
  end_kind: "flop"
  cpPeakStageDelay_ns: 0.71
  path_max_fanout: 58
  cp.required_ns: 34.52
  critPathBufInv: 6
  cpMostUsedCell: "buf_4"
  arrival_ns: 10.91
place:
  port_buffers: 1288
  dp_slack_ns: 22.89
  dpl_cell_area_um2: 37100
  gp_congestion: 0.928
  dpl.hpwl_um: 161000
  numPlacedInstances: 5158
job:
  warnings: 29
  cap_violations: 0
min_path:
  hold_class: "reg2reg"
[cell type report]
cell class	count	area (um2)
Fill cell	25026	193000
Sequential cell	660	19700
Timing Repair Buffer	1300	13000
Tap cell	3132	3920
Clock buffer	103	2250
Clock inverter	51	684
Multi-Input combinational cell	62	442
Antenna cell	86	215
Inverter	4	15.0
[worst register-to-register path, cell delays in order (launching register included)]
cell     delay, ns
dfstp_2       0.72
and2_4        0.50
buf_4         0.57
buf_4         0.66
buf_4         0.76
buf_4         0.74
[Yosys cell counts (all sizes together), types with 2 or more instances]
cell type  number
edfxtp        640
nor2           10
dfrtp          18
dfstp           2
inv             4
o21ai           5
a21oi           3
a31oi           2
ha              2
xor2            4
mux2            3
nand2           2
mux2i           2
nor3            3
a21boi          3
nand4           2
and2            2
nor3b           2
a21o            2
[power groups by stage]
stage	logic [mW]	registers (mW)	clock network (mW)
final	0.0776	0.886	0.951
after global routing	0.0823	0.886	1.02
after CTS	0.0791	0.886	0.990
[metal layers]
| metal | vias up | global-route usage | wire length, um |
|---|---|---|---|
| met5 | - | 0 | 2400 |
| met4 | 370 | 0.0200 | 3970 |
| met3 | 526 | 0.175 | 45400 |
| met2 | 1225 | 0.198 | 73900 |
| met1 | 6566 | 0.128 | 53700 |
| li1 | 5890 | - | - |
[final timing paths]
| check | to | startpoint | depth (start not counted) |
|---|---|---|---|
| setup reg to reg | data_reg[144] | cu_state[0] | 5 |
| min in group asynchronous | counter[0] | i_reset | 2 |
| setup / recovery | data_reg[144] | i_reset | 7 |
| hold reg to reg | busy_reg | busy_reg | 1 |
| hold / removal | busy_reg | busy_reg | 1 |
| max in group asynchronous | genkey_reg | i_reset | 2 |
[cells by family after synthesis]
logic type,Yosys count
fa+ha+maj,2
compound gates,20
buf+inv,5
simple gates,30
mux,5
xor+xnor,5
flops,660
