### /design/flow/config.mk
export PLATFORM = sky130hd
export DESIGN_NAME = rot
export DESIGN_NICKNAME = rot
export VERILOG_FILES = /design/flow/design.v
export SDC_FILE = /design/flow/constraint.sdc
export NUM_CORES = 4
export LEC_CHECK = 1
export CORE_UTILIZATION = 30
### /design/flow/constraint.sdc
current_design rot

set clk_period 10.4
set clk_io_pct 0.2

create_clock -name clk0 -period $clk_period

set non_clock_inputs [all_inputs -no_clocks]
set_input_delay [expr $clk_period * $clk_io_pct] -clock clk0 $non_clock_inputs
set_output_delay [expr $clk_period * $clk_io_pct] -clock clk0 [all_outputs]
### /design/flow/design.v
module rot(input  logic [63:0] i_lane,
           input  logic [5:0 ] i_r,
           output logic [63:0] o_lane
           );
    always_comb begin
        o_lane = (i_lane << i_r) | (i_lane >> (64 - i_r));
    end
endmodule
### /design/flow/run.sh
#!/bin/bash
# OpenROAD 26Q1-2900-gdf79404cd8, Yosys 0.63+post, stock flow scripts
make -C /OpenROAD-flow-scripts/flow DESIGN_CONFIG=/design/flow/config.mk WORK_HOME=/design/flow/orfs finish
==> results.json <==
{
  "status": "finished clean",
  "antenna_found_initial": 0,
  "rsz0062_at_grt": "false",
  "drc": 0,
  "routed_via_density": 6.745,
  "setup_viol": 0,
  "track_usage_pct": 33.30,
  "final_util_pct": 35.85,
  "crit_path_max_incr_delay_ns": 0.70,
  "worst-path-buf-inv": 5,
  "avgRoutedWirePerCell_um": 32.52,
  "fin_setup_tns_ns": 0,
  "flops": 0,
  "finalInstanceArea_mm2": 0.01034,
  "top_cell_area_share_pct": 28.21,
  "path_delay_family": "buffers and inverters",
  "dr.pass1.iters": 6,
  "netlist_area_mm2": 0.008861,
  "clock_buffers": 0,
  "place_area_mm2": 0.01034,
  "crit_required_ns": 8.32,
  "synth_cell_types": 70,
  "yosysWarnings": 1,
  "cp-end-kind": "output port",
  "rows": 62,
  "grt-ovfl-total": 0,
  "start_kind": "input port",
  "yosys-top-cells-area": "mux4_2, mux2i_1, mux2_2",
  "fill_cells": 3014,
  "place.port_buffers": 134,
  "cp.depth": 10,
  "grt_pass1_vias": 9652,
  "timing.hold.ws_ns": 5.153,
  "postSynthCellCount": 1081,
  "crit_arrival_ns": 6.75,
  "warnings": 32,
  "yosys_cells": 1081,
  "postRouteAntennaNets": 0,
  "drt_iter0_drc": 1227,
  "period_used_pct": 84.90,
  "clock.fmax_mhz": 113.3,
  "tightest_slew_ns": 0.9107,
  "grt_pass1_wl_um": 70480,
  "cpMaxStageDelayCell": "ha_1",
  "hold_class": "input port to output port",
  "wl_um": 49530,
  "die_w_um": 173.9,
  "p_leak_nw": 3.815,
  "top_cell": "nand2_1",
  "yosys_area_mm2": 0.008861,
  "max_cap_violations": 0,
  "ios": 134,
  "synth_area_leader_cell": "mux4_2",
  "timing.final.max_slew_violations": 0,
  "vias": 10270,
  "dp_cells": 1523,
  "insertedDiodeCount": 0,
  "dp_hpwl_um": 39070,
  "gp_congestion": 1.133,
  "chipArea_mm2": 0.03023,
  "areaGrowthSynthToFinish_pct": 16.75,
  "die_y_um": 173.9,
  "regArea_um2": 0,
  "cts_resized": 0,
  "coreArea_mm2": 0.02886,
  "avgSynthCellArea_um2": 8.197,
  "fp_util_pct": 30.71,
  "postCtsSetupBuffers": 0,
  "hold_buffers": 0,
  "powerDensity_mw_per_mm2": 81.75,
  "vdd_drop_max_v": 0.00004439,
  "drive_above_1_share_pct": 20.37,
  "cp_max_fo": 66,
  "critical_path_class": "input port to output port",
  "crit_path_cell_trace": "clkbuf_8, inv_1, ha_1, inv_2, buf_4, mux4_2, o21ai_0, o22ai_1, or2_1, clkdlybuf4s50_1",
  "grt_max_degree": 67,
  "timing.slew.headroom_pct": 39.28,
  "fin_cells": 1523,
  "post-route-min-period_ns": 8.830,
  "ys_seq_share_pct": 0,
  "finalHoldViolations": 0,
  "whs_path_depth": 3,
  "yosys-top-cells-count": "nand2_1, mux2i_1, mux4_2, nor2_1, a21oi_1"
}
-- path summary, 6_finish.rpt --
check / start / end / slack [ns]
max: i_r[0] / o_lane[20] / 1.57
min: i_r[5] / o_lane[56] / 5.15
-- final cells by class --
| cell class | count | area (µm²) | area share, % |
|---|---|---|---|
| well taps | 384 | 480.5 | 4.644 |
| repair buffers | 172 | 1608 | 15.54 |
| multi-input cells | 959 | 8227 | 79.52 |
| inverters | 8 | 30.03 | 0.2903 |
-- power breakdown --
group | internal [mW] | switching [mW]
Clock | 0 | 0
Combinational | 0.355 | 0.490
Sequential | 0 | 0
Total | 0.355 | 0.490
-- stage by stage --
stage | power (mW) | worst slack, ns
floorplan | 0.4559 | 3.421
global placement | 0.8213 | 1.702
detailed placement | 0.8176 | 1.636
CTS | 0.8198 | 1.637
global route | 0.8825 | 1.224
finish | 0.8457 | 1.570
-- cell usage in the layout, fill, tap and decap left out, drive strengths merged, types with 8 or more instances in the layout --
cell           instances
nand2                152
mux2i                137
clkdlybuf4s50        128
mux4                 111
nor2                 109
a21oi                 71
mux2                  66
buf                   43
o21ai                 36
o211ai                31
nand3                 29
o22ai                 25
a22oi                 20
a221oi                15
a211oi                14
nor3                  14
a31oi                 12
or3                   10
and3                   9
nand2b                 8
o22a                   8
o221ai                 8
inv                    8
-- per-layer routing --
| metal | GRT usage, % | part of all wire [%] |
|---|---|---|
| met1 | 44.70 | 39 |
| met2 | 48.13 | 42 |
| met3 | 13.65 | 13 |
| met4 | 13.08 | 5.4 |
| met5 | 0 | 0 |
-- cells by family after synthesis --
group | count (synthesis) | share of synthesized area [%]
AND/OR/NAND/NOR | 353 | 17.24
multiplexers | 314 | 52.25
AND-OR/OR-AND | 285 | 21.90
buffers and inverters | 122 | 7.625
XOR/XNOR | 6 | 0.8473
adder cells (fa/ha/maj) | 1 | 0.1412
No activity file was given, so power comes from the tool's default toggle rates.
